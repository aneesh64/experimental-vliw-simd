[flow/constraint.sdc]
current_design UnsignedDivider

set clk_period 10.5
set clk_io_pct 0.2

create_clock -name clk0 -period $clk_period [get_ports {clk}]

set non_clock_inputs [all_inputs -no_clocks]
set_input_delay [expr $clk_period * $clk_io_pct] -clock clk0 $non_clock_inputs
set_output_delay [expr $clk_period * $clk_io_pct] -clock clk0 [all_outputs]
[flow/run.sh]
#!/bin/bash
# OpenROAD 26Q1-2900-gdf79404cd8, Yosys 0.63+post, stock flow scripts
make -C /OpenROAD-flow-scripts/flow DESIGN_CONFIG=/design/flow/config.mk WORK_HOME=/design/flow/orfs finish
[flow/config.mk]
export PLATFORM = sky130hd
export DESIGN_NAME = UnsignedDivider
export DESIGN_NICKNAME = UnsignedDivider
export VERILOG_FILES = /design/flow/design.v
export SDC_FILE = /design/flow/constraint.sdc
export NUM_CORES = 4
export LEC_CHECK = 1
export CORE_UTILIZATION = 40
[flow/design.v]
`timescale 1ns/1ps
module UnsignedDivider (
  input  wire          io_start,
  input  wire [31:0]   io_dividend,
  input  wire [31:0]   io_divisor,
  output wire          io_done,
  output wire          io_busy,
  output wire [31:0]   io_quotient,
  output wire [31:0]   io_remainder,
  input  wire          clk,
  input  wire          reset
);
  wire       [33:0]   _zz__zz_r_1;
  wire       [33:0]   _zz__zz_r_1_1;
  reg                 running;
  reg        [5:0]    counter;
  reg                 donePulse;
  reg        [32:0]   r;
  reg        [31:0]   q;
  reg        [32:0]   d;
  wire                when_UnsignedDivider_l58;
  wire       [32:0]   _zz_r;
  wire       [31:0]   _zz_q;
  wire       [33:0]   _zz_r_1;
  wire                when_UnsignedDivider_l77;
  wire                when_UnsignedDivider_l88;
  assign _zz__zz_r_1 = {1'd0, _zz_r};
  assign _zz__zz_r_1_1 = {1'd0, d};
  assign io_busy = running;
  assign io_done = donePulse;
  assign io_quotient = q;
  assign io_remainder = r[31:0];
  assign when_UnsignedDivider_l58 = (io_start && (! running));
  assign _zz_r = {r[31 : 0],q[31]};
  assign _zz_q = {q[30 : 0],1'b0};
  assign _zz_r_1 = (_zz__zz_r_1 - _zz__zz_r_1_1);
  assign when_UnsignedDivider_l77 = (! _zz_r_1[33]);
  assign when_UnsignedDivider_l88 = (counter == 6'h01);
  always @(posedge clk) begin
    if(reset) begin
      running <= 1'b0;
      counter <= 6'h0;
      donePulse <= 1'b0;
      r <= 33'h0;
      q <= 32'h0;
      d <= 33'h0;
    end else begin
      donePulse <= 1'b0;
      if(when_UnsignedDivider_l58) begin
        r <= 33'h0;
        q <= io_dividend;
        d <= {1'd0, io_divisor};
        counter <= 6'h20;
        running <= 1'b1;
      end
      if(running) begin
        if(when_UnsignedDivider_l77) begin
          r <= _zz_r_1[32:0];
          q <= (_zz_q | 32'h00000001);
        end else begin
          r <= _zz_r;
          q <= _zz_q;
        end
        counter <= (counter - 6'h01);
        if(when_UnsignedDivider_l88) begin
          running <= 1'b0;
          donePulse <= 1'b1;
        end
      end
    end
  end
endmodule
==> impl_metrics.ini <==
; physical design summary
[clock_network]
clock_path_buffers = 2
cts_tree = done
path_clk_slew_ns = 0.07
clk_latency_ns = 0.35
cts-buffers-inserted = 9
post_cts_resized = 0
cts_sinks = 104
hold_buffers = 0
cts_root_buffer = clkbuf_16
post-cts-setup-buffer-count = 0
h-tree-depth = 3

[floorplan]
fp_util_pct = 41.0
die_h_um = 124
die_width_um = 124
core-area_um2 = 14500
dieArea_um2 = 15400
num_rows = 44
ios = 133

[layout]
n_fill_cell = 1313
drive_above_1_share_pct = 4.52
logic_area_um2 = 3530
area_growth_pct = 29.0
final_area_um2 = 7690
regArea_um2 = 2080

[drt]
drtIter0Drc = 294
drcViolationCount = 0
dr.pass1.iters = 8
final_antenna_net_count = 0
drt-total-wl_um = 15100
vias = 5386
viasPerCell = 5.15
antenna_cells = 0
wl_per_cell_um = 14.4

[setup_path]
critPathSlowestCell = a21oi_4
worstSetupEndpointType = register
cp_num_buf_inv = 1
critPathKind = register to register
critPathMaxStageDelay_ns = 0.50
critPathMaxFanout = 23
required_ns = 10.73
path_cells = ha_1 > a21o_1 > o21bai_1 > a221oi_1 > o221a_2 > o21ai_4 > a21oi_4 > buf_4 > mux2i_1 > o21ai_0
arrival_ns = 3.61
critical-path-top-delay-family = AND-OR/OR-AND gates
start_kind = register

[place]
placed_area_um2 = 7380
gp_congestion = 0.958
hpwlAfterDp_um = 10700
io_buffers = 132

[sta]
finClkSkew_ns = 0.00917
hold_slack_ns = 0.457
setup_viol = 0
hold_viol = 0
rsz0062_at_grt = no
fin_crit_ns = 3.38
max_freq_mhz = 296
slew_headroom_pct = 35.1
min_period_over_period_pct = 32.2
worstMarginPinSlew_ns = 0.971
setup_tns_ns = 0
drv_slew = 0

[synth]
yosys_warnings = 1
edf_count = 0
avgSynthCellArea_um2 = 7.94
largest_area_cell = dfxtp_1
ys_top_cells_by_area = dfxtp_1 (35%), mux2i_1 (9.4%), a21oi_1 (7.6%)
ys_cells = 751
top_cells_by_count = dfxtp_1 (104), nand2_1 (103), a21oi_1 (91)
syn_inst = 751
ys_types = 59
async_flop_share_pct = 0
synth_seq_share_pct = 34.9
top_cell_area_share_pct = 34.9
synth_area_um2 = 5960
synth.most_common_cell = dfxtp_1
ys.flop_type = dfxtp_1
yosysChipArea_um2 = 5960
numSynthFlops = 104

[global_routing]
grt_pass1_vias = 5033
antenna_found_initial = 0
grt_pass1_wl_um = 24300
grt.overflow.total = 0
grtUsageTotal_pct = 20.4
grt_max_degree = 78

[pwr]
comb_power_share_pct = 49.3
p_total_mw = 1.63
internal_power_mw = 1.03
p_per_area_nw_per_um2 = 212
ir_drop_v = 0.000114
sw_frac_of_total_pct = 37.0
p_sw_mw = 0.605
clkPwrFrac_pct = 21.7
p_leak_nw = 3.25
sequentialPowerShare_pct = 28.9

[outcome]
status = finished, final reports clean

[job]
log.warning_count = 26
drv_cap = 0

[hold_path]
hp-class = register to register
-- cell type report --
| class | count | area share, % |
|---|---|---|
| clock buffers | 11 | 3.29 |
| clock inverters | 5 | 0.797 |
| inverters | 43 | 2.10 |
| multi-input cells | 559 | 45.9 |
| flip-flops and latches | 104 | 27.1 |
| well taps | 184 | 2.99 |
| repair buffers | 140 | 17.8 |
-- worst reg2reg max path: stages (launching register included) --
cell and delay (ns):
dfxtp_1 0.34, ha_1 0.40, a21o_1 0.22, o21bai_1 0.19
a221oi_1 0.42, o221a_2 0.30, o21ai_4 0.08, a21oi_4 0.50
buf_4 0.46, mux2i_1 0.25, o21ai_0 0.10
-- cell usage in the layout, fill, tap and decap left out, types with 4 or more instances in the layout --
cell type and n:
a211oi_1 4, a21o_1 17, a21oi_1 91, a32oi_1 6, buf_4 8, clkbuf_16 9
clkdlybuf4s50_1 130, dfxtp_1 103, ha_1 34, inv_1 43, mux2i_1 56, nand2_1 103
nand2b_1 8, nand3_1 14, nor2_1 78, nor2b_1 7, nor3_1 6, o21ai_0 40
o21ai_1 7, o21bai_1 4, or3_1 5, xnor2_1 16, xor2_1 10
-- power by group through the flow --
stage | Sequential (mW) | Combinational (mW) | Clock [mW]
finish | 0.473 | 0.806 | 0.355
global route | 0.479 | 0.893 | 0.381
CTS | 0.473 | 0.810 | 0.366
-- state kept, by name, summed over array words and instances, names as in the netlist --
signal         flops
_zz__zz_r_1_1     32
q                 32
r                 32
counter            6
donePulse          1
running            1
-- final timing paths --
| kind | from | end | slack, ns | cells past startpoint |
|---|---|---|---|---|
| worst min register to register | _zz__zz_r_1_1[8] | _zz__zz_r_1_1[8] | 0.46 | 2 |
| worst max-delay path | r[19] | r[11] | 7.12 | 10 |
| worst max register to register | r[19] | r[11] | 7.12 | 10 |
| worst min-delay path | _zz__zz_r_1_1[8] | _zz__zz_r_1_1[8] | 0.46 | 2 |
-- cells by family after synthesis --
group | after synthesis | share of synthesized area, %
AND-OR/OR-AND | 203 | 21.1
XOR/XNOR | 26 | 3.82
adder cells (fa/ha/maj) | 35 | 7.47
buffers and inverters | 88 | 6.00
flip-flops | 104 | 34.9
multiplexers | 56 | 9.40
AND/OR/NAND/NOR | 239 | 17.3
-- stage by stage --
stage / setup WS, ns / cells / util [%]
final: 7.12 / 1046 / 52.9
after global routing: 6.93 / 1046 / 52.9
after CTS: 7.09 / 1046 / 52.9
after detailed placement: 6.73 / 1030 / 50.8
after global placement: 6.81 / 1030 / 50.8
after floorplan: 7.05 / 751 / -
-- routing by layer --
metal  track usage, %  wire length, um  part of all wire, %
met1             29.1             7140                   47
met3             5.51             1110                  7.4
met4             1.64              102                 0.68
met2             32.5             6710                   45
met5                0                0                    0
No activity file was given, so power comes from the tool's default toggle rates.
